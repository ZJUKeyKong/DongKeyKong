===== ./config.mk =====
export PLATFORM = sky130hd
export DESIGN_NAME = key2state
export DESIGN_NICKNAME = key2state
export VERILOG_FILES = /design/flow/design.v
export SDC_FILE = /design/flow/constraint.sdc
export NUM_CORES = 4
export LEC_CHECK = 1
export CORE_AREA = 10 10 95 95
export DIE_AREA = 0 0 105 105

===== ./constraint.sdc =====
current_design key2state

set clk_period 1.0
set clk_io_pct 0.2

create_clock -name clk0 -period $clk_period [get_ports {clk}]

set non_clock_inputs [all_inputs -no_clocks]
set_input_delay [expr $clk_period * $clk_io_pct] -clock clk0 $non_clock_inputs
set_output_delay [expr $clk_period * $clk_io_pct] -clock clk0 [all_outputs]

===== ./design.v =====
`timescale 1ns / 1ps
module Debounce(
	input wire debounceClk,
	input wire button, 
	output reg debounceButton);
	reg [7:0] shift;
	initial begin shift = 8'b00000000; debounceButton = 0; end
	always@(posedge debounceClk) begin
		shift = shift << 1;
		shift[0] = button;
		if (shift == 8'h00)
			debounceButton = 0;
		if (shift == 8'hFF)
			debounceButton = 1;	
	end
endmodule
module key2state(
    input wire clk,rst,
    input wire ps2c, ps2d,
    output wire[4:0] move_state
);
    wire[7:0] data;
    wire[7:0] key;
    wire[4:0] state;
    reg[1:0] clk_25mhz;
    initial begin
        clk_25mhz <= 2'b00;
    end
    always @(posedge clk)
        clk_25mhz  = clk_25mhz + 2'b01;
    Keyboard m0(.clk_25MHz(clk_25mhz[1]), .PS2Clk(ps2c), .PS2Data(ps2d),
     .upKeyState(move_state[0]), .downKeyState(move_state[3]), .leftKeyState(move_state[1]),
      .rightKeyState(move_state[2]), .spaceKeyState(move_state[4]));
endmodule
`timescale 1ns / 1ps
module Keyboard(
	input wire clk_25MHz,
	input wire PS2Clk,
	input wire PS2Data,
	output reg upKeyState,
	output reg downKeyState,
	output reg leftKeyState,
	output reg rightKeyState,
	output reg spaceKeyState);
	wire debouncePS2Clk;
	Debounce m_Debounce(.debounceClk(clk_25MHz), .button(PS2Clk), .debounceButton(debouncePS2Clk));
	initial begin upKeyState = 1'b0; downKeyState = 1'b0; leftKeyState = 1'b0; rightKeyState = 1'b0; spaceKeyState = 1'b0; end
	reg [7:0] key;
	reg extendFlag, endFlag;
	initial begin extendFlag = 1'b0; endFlag = 1'b0; end
	reg [3:0] cnt;
	initial cnt = 4'd0;
	always @(negedge debouncePS2Clk) begin
		if (cnt >= 4'd1 && cnt <= 4'd8) key[cnt - 1] =  PS2Data; 
		cnt = cnt + 4'd1;
		if (cnt == 4'd11) begin
			cnt = 4'd0;
			if (key == 8'hE0) extendFlag = 1'b1;
			else if (key == 8'hF0) endFlag = 1'b1; 
			else begin
				if (key == 8'h1d && extendFlag == 1'b0) upKeyState = ~endFlag;
				else if (key == 8'h1b && extendFlag == 1'b0) downKeyState = ~endFlag;
				else if (key == 8'h1c && extendFlag == 1'b0) leftKeyState = ~endFlag;
				else if (key == 8'h23 && extendFlag == 1'b0) rightKeyState = ~endFlag;
				else if (key == 8'h29 && extendFlag == 1'b0) spaceKeyState = ~endFlag;
				extendFlag = 1'b0;
				endFlag = 1'b0;
			end
		end
	end
endmodule

===== ./run.sh =====
#!/bin/bash
# OpenROAD 26Q1-2900-gdf79404cd8, Yosys 0.63+post, stock flow scripts
make -C /OpenROAD-flow-scripts/flow DESIGN_CONFIG=/design/flow/config.mk WORK_HOME=/design/flow/orfs finish

==> Flow_metrics.wiki <==
== Implementation results ==
{| class="wikitable"
! Metric !! Value
|-
| Result of the run || completed
|-
| R2R cell count || 1
|-
| Crit. path cell count || 1
|-
| Post-synth tally of flip-flops with integrated enable || 7
|-
| Input/output buffers || 7
|-
| Synth cell count leaders || sky130_fd_sc_hd__dfxtp_1 (22), sky130_fd_sc_hd__ha_1 (12), sky130_fd_sc_hd__inv_1 (12), sky130_fd_sc_hd__nand2_1 (10), sky130_fd_sc_hd__nor2_1 (10)
|-
| Worst EP required || 1.14 ns
|-
| Vertical die dimension || 105 um
|-
| Number of non-filler instances in the completed layout || 286
|-
| Measured slew at the worst slew-check pin || 0.7766 ns
|-
| Slowest cell on the critical path || sky130_fd_sc_hd__dfxtp_1
|-
| Register-to-register path setup slack || 0.34 ns
|-
| Count of warnings emitted by yosys || 3
|-
| Cell area leaders || sky130_fd_sc_hd__dfxtp_1 (24%), sky130_fd_sc_hd__edfxtp_1 (11%), sky130_fd_sc_hd__ha_1 (8.1%)
|-
| Ordered cell list for the critical path || xor2_1
|-
| Number of remaining DRC errors || 0
|-
| Half-perimeter wire length after detailed placement || 2.524 mm
|-
| Startpoint of the worst hold path || clk_25mhz[0]
|-
| Synthesized area divided by synthesized cell count || 9.416 um^2
|-
| Effective utilization at floorplan || 26.72%
|-
| Average via count per standard cell || 4.881
|-
| Number of standard-cell rows in the floorplan || 30
|-
| H-tree depth reported by CTS || 1
|-
| Total Neg Setup Slack || 0 ns
|-
| Worst-case setup margin in the final layout || 0.3392 ns
|-
| Hold Path Depth || 1
|-
| Summed standard-cell area reported by yosys || 0.001846 mm^2
|-
| Max Clock Freq || 1513 MHz
|-
| Post CTS Setup Buffer Count || 0
|-
| Global routing usage summed across all routing layers || 6.029%
|-
| Insertion delay of the later-clocked pin in the worst-skew pair || 0.21 ns
|-
| Class of the worst hold path || flip-flop to flip-flop
|-
| Number of design-rule violations left by the first detailed-router iteration || 82
|-
| Core Box Area || 0.006907 mm^2
|-
| Global-route wire length before repair || 5.934 mm
|-
| Hold-critical path endpoint || clk_25mhz[0]
|-
| Kind of cell adding the most delay to the critical path || flip-flops
|-
| Global placement routability congestion || 0.8205
|-
| RSZ-0062 raised after global routing || false
|-
| Post-cts hold buffer count || 0
|-
| CTS tree || yes
|-
| Final hold vios || 0
|-
| Endpoint of the lowest-slack register-to-register path || clk_25mhz[1]
|-
| Antenna violations before repair || 0
|-
| Startpoint of the worst-slack reg-to-reg timing path || clk_25mhz[1]
|-
| Clock transition at path regs || 0.03 ns
|-
| Wire length reported by the detailed router || 3.304 mm
|-
| DRT Pass-1 Iters || 4
|-
| Worst clock skew on the final layout || 0.003305 ns
|-
| Max-slew violation count || 0
|-
| Maximum number of pins on one net before global-route repair || 24
|-
| Number of unconstrained endpoints || 39
|-
| Diodes inserted || 0
|-
| Die ar. || 0.01103 mm^2
|-
| Fraction of registers with async set or reset after synthesis || 0%
|-
| Worst stage delay on the critical path || 0.44 ns
|-
| Routed length per instance || 11.55 um
|-
| Pre-CTS setup slack || 0.3201 ns
|-
| Areal power density over the cells || 212.4 mW/mm^2
|-
| Inserted Clock Buffers || 3
|-
| Number of warning messages in the logs || 31
|-
| Dominant flop cell || sky130_fd_sc_hd__dfxtp_1
|-
| Cts repair resizes || 0
|-
| Most popular library cell in the synthesized design by count || sky130_fd_sc_hd__dfxtp_1
|-
| Total vias in the final route || 1396
|-
| Number of global-route vias before repair || 1281
|-
| Count of instantiated cells in the yosys netlist || 196
|-
| IO Count || 9
|-
| Number of register pins that no clock reaches || 27
|-
| Share of Yosys cell area claimed by the top area cell type || 23.86%
|-
| Kind of start point of the critical path || flip-flop
|-
| Post-route antenna net violation count || 0
|-
| Fraction of layout cells with a size suffix above 1 || 6.842%
|-
| Post-layout min period || 0.6608 ns
|-
| Worst supply voltage drop on vdd || 0.0006840 V
|-
| Post-synthesis instance area || 0.001846 mm^2
|-
| DP Cell Count || 283
|-
| Final core utilization || 28.73%
|-
| Setup violations, final || 0
|-
| Yosys reg bits || 29
|-
| Max cap viols || 0
|-
| Maximum fanout encountered on the critical timing path || 9
|-
| Type of the worst setup path || flip-flop to flip-flop
|-
| Critical path endpoint category || flip-flop
|-
| Die X || 105 um
|-
| Worst endpoint data arrival time || 0.80 ns
|-
| Buffers & Inverters on Critical Path || 0
|-
| Headroom to the max-slew limit || 48.15%
|-
| Final worst-path cycle share || 66.08%
|-
| Leakage power of the design || 0.7909 nW
|-
| GRT Residual Overflow || 0
|-
| Tally of unique sky130hd cells used after synthesis || 65
|-
| Top cell type by total area after synthesis || sky130_fd_sc_hd__dfxtp_1
|-
| Sequential cell area fraction in the yosys report || 35.25%
|-
| Final hold slack || 0.3848 ns
|-
| Relative area change from synthesis to final layout || 7.525%
|-
| Number of standard cells after synthesis || 196
|-
| Max clock buf depth || 2
|-
| Root cell of the clock tree || sky130_fd_sc_hd__clkbuf_8
|}
-- where the power goes --
group / internal (mW) / switching (mW) / leakage, nW / total (mW)
Combinational: 0.0123 / 0.0139 / 0.525 / 0.0262
Sequential: 0.0810 / 0 / 0.245 / 0.0810
Clock: 0.254 / 0.0600 / 0.0216 / 0.314
-- sequential cells by signal (all words and copies together) (netlist names), 2 cells and up --
name                 flops
clk_25mhz                2
m0.key                   8
m0.cnt                   4
m0.m_Debounce.shift      7
-- cells in the final DEF, fill, tap and decap left out, drive strengths merged, types with 3 or more instances in the layout --
cell type      count
ha                12
nand2             10
edfxtp             7
nand4b             7
nand3              6
dfxtp             22
nor4b              4
and2               3
and3               5
or3                6
clkdlybuf4s50      7
clkbuf             3
nor3               6
inv               12
or4                3
a31oi              5
o21ai              6
a21boi             3
nor2              10
a21oi              8
-- routing by layer --
metal / track usage, % / share of wire (%)
met5: 0 / 0
met4: 0.2941 / 0
met3: 0.3727 / 1.0
met2: 10.14 / 48
met1: 8.751 / 51
-- final cells by class --
class / instances / area [um^2]
fill: 727 / 4922
multi-input combinational: 139 / 1057
sequential: 29 / 650.6
tap: 96 / 120.1
timing repair buffer: 7 / 70.07
inverter: 12 / 45.04
clock buffer: 3 / 41.29
-- cell families after synthesis --
kind of cell / after synthesis / share of synthesized area (%)
AOI/OAI and AO/OA: 43 / 18.44
xor gates and xnor gates: 4 / 2.712
adders and majority gates: 12 / 8.135
buffers and inverters: 28 / 7.458
DFF: 29 / 35.25
muxes: 4 / 2.508
and+or+nand+nor: 76 / 25.49
-- worst max-delay path by stage --
stage / from / endpoint / slack (ns)
global route: clk_25mhz[1] / clk_25mhz[1] / 0.30
CTS: clk_25mhz[1] / clk_25mhz[1] / 0.33
finish: clk_25mhz[1] / clk_25mhz[1] / 0.34
-- through the flow --
step / cell area, um^2 / total power, mW
floorplan: 1846 / 0.09694
global placement: 1943 / 0.1085
detailed placement: 1943 / 0.1081
CTS: 1984 / 0.4307
global route: 1984 / 0.4507
finish: 1984 / 0.4215
Power figures rest on the tool's default switching activity, not on a simulated workload.
