[./config.mk]
export PLATFORM = sky130hd
export DESIGN_NAME = score
export DESIGN_NICKNAME = score
export VERILOG_FILES = /design/flow/design.v
export SDC_FILE = /design/flow/constraint.sdc
export NUM_CORES = 4
export LEC_CHECK = 1
export CORE_UTILIZATION = 50
[./constraint.sdc]
current_design score

set clk_period 1.0
set clk_io_pct 0.2

create_clock -name clk0 -period $clk_period [get_ports {clk}]

set non_clock_inputs [all_inputs -no_clocks]
set_input_delay [expr $clk_period * $clk_io_pct] -clock clk0 $non_clock_inputs
set_output_delay [expr $clk_period * $clk_io_pct] -clock clk0 [all_outputs]
[./design.v]
module score(
    input wire clk,   
    input wire rst,   
    input wire[9:0] mario_posx, barrel_posx,   
    input wire[8:0] mario_posy, barrel_posy,
    input wire barrel_fall,   
    input wire mario_jumping,   
    output reg[10:0] count
);
    localparam[2:0] same_floor_no_intersection = 3'b001, start = 3'b000,
        different_floor = 3'b010, same_floor_with_intersection = 3'b011, goal = 3'b100;   
    localparam[9:0] mario_width = 34, barrel_fall_width = 42, barrel_roll_width = 32;   
    localparam[8:0] mario_height = 36, barrel_height = 24, jump_height = 60;
    wire same_floor;   
    wire intersection;   
    wire[9:0] barrel_posx1,barrel_posx2,mario_posx1,mario_posx2;
    wire[8:0] barrel_bottom, mario_bottom;
    reg[10:0] count_next;
    reg[2:0] state, state_next;
    initial begin   
        count_next <= 0;
        count <= 0;
        state <= 0;
        state_next <= 0;
    end
    assign barrel_posx1 = barrel_posx;
    assign barrel_posx2 = barrel_posx + (barrel_fall ? barrel_fall_width : barrel_roll_width);   
    assign mario_posx1 = mario_posx;
    assign mario_posx2 = mario_posx + mario_width;   
    assign barrel_bottom = barrel_posy + barrel_height;
    assign mario_bottom = mario_posy + mario_height;
    assign same_floor = mario_bottom <= barrel_bottom + 4 & mario_bottom >= barrel_bottom - jump_height;   
    assign intersection = (mario_posx2 > barrel_posx1 & barrel_posx2 > mario_posx1)   
    | (mario_posx2 < barrel_posx1 & barrel_posx2 < mario_posx1);
    always @(posedge clk, posedge rst)   
    begin
        if(rst)
        begin
            count <= 0;
            state <= start;
        end
        else begin
            count <= count_next;
            state <= state_next;
        end
    end
    always @(*) begin   
        case (state)
			 start:
			 begin
				count_next <= 0;
				if(same_floor)
                state_next <= intersection ? same_floor_with_intersection : same_floor_no_intersection;
            else
                state_next <= different_floor;
			 end
          different_floor:   
			 begin
				count_next <= count;
            if(same_floor)
                state_next <= intersection ? same_floor_with_intersection : same_floor_no_intersection;
            else
                state_next <= different_floor;
			 end
          same_floor_no_intersection:   
			 begin
				count_next <= count;
            if(same_floor)
                state_next <= intersection ? same_floor_with_intersection : same_floor_no_intersection;
            else
                state_next <= different_floor;
			 end
          same_floor_with_intersection:   
			 begin
				count_next <= count;
            if(same_floor)
                state_next <=  intersection ? same_floor_with_intersection :   
                 (mario_jumping ? goal : same_floor_no_intersection);
            else
                state_next <= different_floor;
			 end
          goal: 
            begin
                count_next <= count + 1;   
                state_next <= same_floor_no_intersection;   
            end
        endcase
    end
endmodule
[./run.sh]
#!/bin/bash
# OpenROAD 26Q1-2900-gdf79404cd8, Yosys 0.63+post, stock flow scripts
make -C /OpenROAD-flow-scripts/flow DESIGN_CONFIG=/design/flow/config.mk WORK_HOME=/design/flow/orfs finish
==> results.txt <==
run metrics: fin crit period 0.974 ns, post-layout util 69.7%, Critical Path AT 0.77 ns, register pins left without a clock 14, post-DP HPWL 3600 um, Clock transition at path regs 0.05 ns, #FFs+latches synth 28, Die H 69.4 um, Synth Instances 264, max cap viols 0, drt first pass iters 4, asr flop ratio synth 50.0%, CTS H-tree lvls 1, Max VDD drop 0.371 mV, clock buffer depth 2, CTS tree yes, largest net degree at the start of global routing 15, TNS Setup 0 ns, critical path's slowest cell dfrtp_1, Crit path depth 1, Yosys warnings 1, Routed Antenna Nets 0, initial antenna violation count 0, worst-path cell chain clkdlybuf4s15_1, CP Max Fanout 2, worst hold slack 0.269 ns, Root Driver clkbuf_8, core area 0.00435 sq mm, Avg Inst Size Synth 8.60 sq um, Cell Area, Placed 0.00294 sq mm, post-synth design cell area 0.00227 sq mm, Inst Count DP 379, Combinational Area 0.00159 sq mm, crit path kind reg2out, Crit. Startpoint count[9]$_DFF_PP0_, status completed, Routed WL 4350 um, Distinct cells, synth 43, Filler cells 368, Worst slew margin 46.1%, starting density of the core 52.1%, endpoints left unconstrained 28, vias in the first global route 1910, period utilisation layout 97.4%, delay-heaviest family, CP flip-flops, crit path DRT 0.80 ns, final hold viol count 0, FP Rows 24, IO Count 53, Leak Pwr 1.50 nW, Sequential Area 561 sq um, predominant post-synthesis flop cell dlxtn_1, Least-Margin Pin Slew 0.807 ns, design area 0.00303 sq mm, number of enable flip-flop cells 0, synth-to-layout area growth 33.6%, Final Wtd Congestion 0.806, fmax 1.03 GHz, min setup slack post-route 0.0263 ns, Pwr Density 685 mW/mm^2, Worst Setup EP count[9], pre-CTS setup slack 0.00727 ns, Worst Path Buf+Inv 1, I/O Buffers 52, post-route insts no fill 394, number of antenna diodes 0, DR iter-0 viols 66, HP Class in2async, number of setup violations in the final report 0, first-pass GRT wire length 7730 um, CP max stage delay 0.37 ns, WL/cell 11.0 um, Num CTS Buffers 3, Slew Limit Fails 0, Crit. End Element output pin, Total GRT Usage 19.2%, crit start category flop, layout cells sized above 1 12.9%, Yosys Instances 264, via count 2020, Vias/cell 5.13, total power 2.08 mW, final routed DRC violation total 0, die footprint 0.00481 sq mm, Tool Warnings 28, yosys stat chip area 0.00227 sq mm, Die Wd 69.4 um, GRT Residual Overflow 0
==> worst min path at each step <==
stage / start / to / depth (start not counted)
after CTS: rst / count[1]$_DFF_PP0_ / 3
after global routing: rst / count[6]$_DFF_PP0_ / 3
final: rst / count[10]$_DFF_PP0_ / 3
==> final cells by class <==
type / count / share of cell area, %
Sequential cell: 28 / 18.5
Multi-Input combinational cell: 203 / 52.3
Clock buffer: 3 / 1.36
Inverter: 32 / 3.96
Timing Repair Buffer: 76 / 21.8
Tap cell: 52 / 2.15
==> timing repair <==
item | 4_1_cts | 5_1_grt
setup endpoints to repair | 11 | 11
gates resized | 22 | 8
buffers inserted | 5 | 7
hold buffers | 0 | 0
==> report_power, final <==
group / switching, mW / total (mW) / internal, mW / leakage (nW)
combinational: 0.522 / 1.06 / 0.536 / 1.19
clock: 0.180 / 0.446 / 0.266 / 0.0216
sequential: 0.000433 / 0.574 / 0.573 / 0.298
total: 0.703 / 2.08 / 1.37 / 1.50
==> kinds of logic after synthesis <==
kind of cell,synth area share [%]
xor gates and xnor gates,14.6
buffers and inverters,5.46
AOI/OAI and AO/OA,15.4
and+or+nand+nor,17.2
adders and majority gates,22.6
latches,9.26
DFF,15.4
==> synthesized netlist by cell type, types with 3 or more instances <==
cell type   n  share of area, %
a21o_1      3              0.99
a21oi_1    13               2.9
and3_1      4               1.1
dfrtp_1    14                15
dlxtn_1    14               9.3
ha_1       41                23
inv_1      32               5.3
nand2_1    15               2.5
nand3_1     7               1.5
nand4_1     8               2.2
nor2_1     18               3.0
nor2b_1     4               1.1
nor3_1      3              0.66
o21a_1      3              0.99
o21ai_0    13               2.9
or3_1       4               1.1
xnor2_1    20               7.7
xor2_1     16               6.2
==> metal layers <==
layer	up-vias	GRT usage (%)	wire length, um
met5	-	0	0
met4	0	1.36	16
met3	2	0.885	92
met2	31	31.4	1940
met1	898	30.0	2300
li1	1089	-	-
==> state kept, by name (all words and copies together) (netlist names) <==
name	count
count_next	11
count	11
state	3
state_next	3
==> layout by cell type (no fill, tap or decap), types with 14 or more instances in the layout <==
cell and instances:
nand2_1 15, xor2_1 16, ha_1 41, xnor2_1 20, buf_4 24, nor2_1 18
clkdlybuf4s50_1 41, dfrtp_1 14, inv_1 32, dlxtn_1 14
Power and IR drop assume default switching activity.
